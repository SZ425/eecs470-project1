--- flow/run.sh ---
#!/bin/bash
# OpenROAD 26Q1-2900-gdf79404cd8, Yosys 0.63+post, stock flow scripts
make -C /OpenROAD-flow-scripts/flow DESIGN_CONFIG=/design/flow/config.mk WORK_HOME=/design/flow/orfs finish
--- flow/config.mk ---
export PLATFORM = sky130hd
export DESIGN_NAME = ps8
export DESIGN_NICKNAME = ps8
export VERILOG_FILES = /design/flow/design.v
export SDC_FILE = /design/flow/constraint.sdc
export NUM_CORES = 4
export LEC_CHECK = 1
export CORE_AREA = 10 10 70 70
export DIE_AREA = 0 0 80 80
--- flow/constraint.sdc ---
current_design ps8

set clk_period 1.5
set clk_io_pct 0.2

create_clock -name clk0 -period $clk_period

set non_clock_inputs [all_inputs -no_clocks]
set_input_delay [expr $clk_period * $clk_io_pct] -clock clk0 $non_clock_inputs
set_output_delay [expr $clk_period * $clk_io_pct] -clock clk0 [all_outputs]
--- flow/design.v ---
module ps2 (
    input        [1:0] req,
    input              en,
    output logic [1:0] gnt,
    output logic       req_up
);
assign gnt[1] = en & req[1];
assign gnt[0] = en & req[0] & ~req[1];
assign req_up = req[1] | req[0]; 
endmodule
module ps4 (
    input        [3:0] req,
    input              en,
    output logic [3:0] gnt,
    output logic       req_up
);
logic [1:0] en_tmp;
logic [1:0] req_up_tmp;
ps2 left (.req(req[3:2]), .en(en_tmp[1]), .gnt(gnt[3:2]), .req_up(req_up_tmp[1]));
ps2 right (.req(req[1:0]), .en(en_tmp[0]), .gnt(gnt[1:0]), .req_up(req_up_tmp[0]));
ps2 top (.req(req_up_tmp[1:0]), .en(en), .gnt(en_tmp[1:0]), .req_up(req_up));
endmodule
module ps8 (
    input        [7:0] req,
    input              en,
    output logic [7:0] gnt,
    output logic       req_up
);
logic [1:0] en_tmp;
logic [1:0] req_up_tmp;
ps4 left (.req(req[7:4]), .en(en_tmp[1]), .gnt(gnt[7:4]), .req_up(req_up_tmp[1]));
ps4 right (.req(req[3:0]), .en(en_tmp[0]), .gnt(gnt[3:0]), .req_up(req_up_tmp[0]));
ps2 top (.req(req_up_tmp[1:0]), .en(en), .gnt(en_tmp[1:0]), .req_up(req_up));
endmodule
==> CHANGELOG.md <==
### Changed

- Status: complete, but fails checks
- Failing checks: negative setup slack
- Vias in the first global route: 241
- Share of cells above drive strength 1: 72.7%
- Cell type with the largest total area: nor4b_2
- Ys cells: 14
- Die Span Y: 80 um
- Largest net degree at the start of global routing: 5
- DRT iter0 DRCs: 4
- Placeable Area: 0.00342 mm2
- Flop count: 0
- Power density over the cells: around 170 mW/mm2
- Slowest CP cell: or4b_4
- Data arrival, critical path: 1440 ps
- Seq share, synth: 0%
- Yosys warns: 0
- Commonest Layout Cell: buf_4
- Worst-path cell chain: buf_6 > or4b_4 > buf_6 > and4b_1 > buf_2
- Worst slew margin: just over 80%
- Area share, top type: between 10% and 20%
- First-pass GRT wire length: ~1400 um
- Slowest Stage Delay on Critical Path: 560 ps
- RSZ-0062 raised after global routing: yes
- Max Slew Vio Count: 0
- Area after DPL: between 300 and 400 um2
- Post-DP HPWL: 801 um
- Synth Area per Inst: 8.22 um2
- Clock buffer cells: 0
- Cts hold-fix bufs: 0
- Grt total ovfl: 0
- Final setup vio count: 5
- Post-synthesis instance area: around 120 um2
- Cell Rows: 21
- Setup ws final: -243 ps
- Max IR drop VDD: 0.0261 mV
- Peak Freq: between 500 and 600 MHz
- WL final: 940 um
- Area Growth Syn to Fin: 315%
- Actual slew at the worst max-slew pin: approximately 270 ps
- Hold Slack: between 1000 and 1500 ps
- Cell seen most often among critical-path stages: buf_6
- Antenna violations before repair: 1
- Mapped Cells: 14
- Startpoint types: primary input
- Most frequent cells in the layout: buf_4 (9), dlygate4sd2_1 (7), buf_6 (6), buf_2 (5)
- Register area: 0 um2
- Critical path class: primary input to output pin
- Placer Congestion: 0.710
- Drt via density: approximately 2.7
- Area of the die: 0.00640 mm2
- Post-route antenna net violation count: 0
- Tool warnings: 34
- Maxcap violations: 0
- Wirelength per Cell: ~10 um
- Post-route cell area: 478 um2
- LEAKAGE: 0.000217 uW
- Critical path peak fanout: 4
- Hold Path Class: primary input to output pin
- Vias: 248
- Crit share post-route: 116%
- DRC violations left: 0
- Yosys stat area: 115 um2
- Setup crit end kind: output pin
- GRT Overall Usage: under 10%
- PortBufs: 18
- Chip Width: 80 um
- I/O Pins: 18
- Hold Violations, Final: 0
- Fin crit period: 1740 ps
- FP Util: 3.37%
- Post-synth area hogs: nor4b_2 (13%), or4b_4 (12%), nor3b_2 (11%)
- TritonRoute pass-1 iters: 4
- Synth cell types: 13
- CP Data Required Time: 1200 ps
==> cell families after synthesis <==
kind of cell,synth area share (%)
and+or+nand+nor,96.7
buffers and inverters,3.26
==> critical path, delay by kind of cell <==
| kind | cells | cell delay, ps |
|---|---|---|
| and+or+nand+nor | 2 | 800 |
| buffers and inverters | 3 | 330 |
==> through the flow <==
| step | power [uW] | instances | setup WS, ps | util, % | TNS (ps) |
|---|---|---|---|---|---|
| after floorplan | 10.2 | 14 | 124 | - | 0 |
| after global placement | 63.2 | 84 | -891 | 11.6 | -6030 |
| after detailed placement | 64.8 | 84 | -892 | 11.6 | -5970 |
| after CTS | 69.4 | 88 | -225 | 12.7 | -1020 |
| after global routing | 85.8 | 91 | -274 | 14.0 | -1150 |
| final | 80.5 | 91 | -243 | 14.0 | -984 |
==> final timing paths <==
kind / from / end / cells past startpoint
worst min-delay path: req[5] / gnt[1] / 5
worst max-delay path: req[6] / gnt[0] / 5
==> routing by layer <==
metal,share of wire (%),GRT usage (%)
met1,44,3.63
met2,47,4.25
met3,9.1,0.909
met4,0,0
met5,0,0
==> power by group <==
| part | internal [uW] | leakage (uW) | total, uW | switching (uW) |
|---|---|---|---|---|
| clock network | 0.0000891 | 0.00000000634 | 0.0000891 | 0 |
| logic | 50.1 | 0.000217 | 80.5 | 30.4 |
| registers | 0 | 0 | 0 | 0 |
==> layout make-up <==
class	count	area, um2
well taps	46	57.6
diodes	1	2.50
inverters	1	3.75
multi-input cells	13	168
repair buffers	30	246
fillers	390	2940
==> synth_stat cells <==
cell / count
and2_2: 1
or3b_2: 1
or4b_4: 1
nor4_1: 1
nand3_1: 1
nor3b_2: 1
inv_1: 1
nor2_1: 1
nor3_1: 2
and3b_1: 1
and4b_1: 1
nor4bb_1: 1
nor4b_2: 1
==> timing repair <==
item,CTS,global route
gates resized,50,7
setup buffers,4,2
endpoints found under the setup margin,9,6
pin swaps,5,3
endpoints found under the hold margin,0,0
Power is estimated from default activity; no workload was simulated.
